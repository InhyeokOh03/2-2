### design/flow/run.sh
#!/bin/bash
# OpenROAD 26Q1-2900-gdf79404cd8, Yosys 0.63+post, stock flow scripts
make -C /OpenROAD-flow-scripts/flow DESIGN_CONFIG=/design/flow/config.mk WORK_HOME=/design/flow/orfs finish
### design/flow/config.mk
export PLATFORM = sky130hd
export DESIGN_NAME = four_bit_parallel_adder
export DESIGN_NICKNAME = four_bit_parallel_adder
export VERILOG_FILES = /design/flow/design.v
export SDC_FILE = /design/flow/constraint.sdc
export NUM_CORES = 4
export LEC_CHECK = 1
export CORE_AREA = 10 10 70 70
export DIE_AREA = 0 0 80 80
### design/flow/constraint.sdc
current_design four_bit_parallel_adder

set clk_period 3.0
set clk_io_pct 0.2

create_clock -name clk0 -period $clk_period

set non_clock_inputs [all_inputs -no_clocks]
set_input_delay [expr $clk_period * $clk_io_pct] -clock clk0 $non_clock_inputs
set_output_delay [expr $clk_period * $clk_io_pct] -clock clk0 [all_outputs]
### design/flow/design.v
module full_adder(input A, input B, input Cin, output S, output Cout);
    assign S = A ^ B ^ Cin;
    assign Cout = (A & B) | (Cin & (A ^ B));
endmodule
module four_bit_parallel_adder(input [3:0] A, input [3:0] B, input Cin, output [3:0] S, output Cout);
    wire c1, c2, c3;
    full_adder FA0(A[0], B[0], Cin, S[0], c1);
    full_adder FA1(A[1], B[1], c1, S[1], c2);
    full_adder FA2(A[2], B[2], c2, S[2], c3);
    full_adder FA3(A[3], B[3], c3, S[3], Cout);
endmodule
==> metrics.yaml <==
post_synth_num_cell_types: 3
die_w_microns: 80
fin_ws_ns: 0.1466
yosys_warnings: 0
die-area_sq_um: 6400
timing.max_slew.rel_slack_pct: 93.22
num_antenna_cells: 0
endpoint_kind: "output port"
die_h_microns: 80
warning_count: 32
worst-endpoint-arrival_ns: 2.25
timing.final.max_slew_violations: 0
worst_ir_drop_vdd_v: 0.00002956
final-setup-viol-count: 0
final_layout_size_suffix_gt1_share_pct: 39.29
logic_area_sq_um: 87.58
cp_slowest_stage_delay_ns: 0.39
setup-tns-final_ns: 0
cp_data_required_time_ns: 2.40
firstDrtPassIters: 1
fillCellCount: 409
worstSetupEndpoint: "S[3]"
number_of_global_route_vias_before_repair: 132
synth-cells-yosys: 18
ff_latch_area_sq_um: 0
final_cell_utilization_of_the_core_pct: 8.828
rsz0062_at_grt: "false"
layout.clock_buffers: 0
topCellsByArea: "fa_1 (54%), inv_1 (25%), buf_4 (20%)"
cp_cell_sequence: "buf_2, inv_2, fa_2, inv_2, fa_2, fa_2, inv_2, fa_1, inv_1, buf_2"
drc: 0
finalHoldViolCount: 0
initial_core_util_pct: 4.322
buffer_ports.inserted: 14
most-common-layout-cells: "inv_1 (6), clkdlybuf4s50_1 (6), inv_2 (4), buf_2 (4)"
overflow: 0
cts_setup_buffers: 0
timing.critical_path.from_type: "primary input"
leakagePower_uw: 0.0001437
cell_pwr_density_nw_per_um2: 137.1
min_path_type: "in -> out"
synthCells: 18
least_margin_pin_slew_ns: 0.1014
nFlopsAndLatches: 0
dpl_cell_area_sq_um: 315.3
num_rows: 21
drt.antenna.violating_nets: 0
synth.cell_area_sq_um: 147.6
critical_path_class: "in -> out"
seq_area_frac_synth_pct: 0
number_of_primary_i_o_pins: 14
first_pass_grt_wire_length_microns: 641
finalClockPeriodUsage_pct: 95.11
grt_start_max_net_pins: 2
synth.avg_cell_area_sq_um: 8.202
routed-via-count: 114
post-synth-top-area-fraction_pct: 54.24
avgRoutedWirePerCell_microns: 5.392
grt_antenna_before_repair: 0
wirelength_microns: 399
period_needed_ns: 2.853
run_status: "finished clean"
dp_hpwl_microns: 398.5
routability_congestion_estimate: 0.8184
maxCapViolations: 0
pre_cts_ws_ns: -0.6782
worst-path-max-fanout: 1
achievable_freq_mhz: 350.5
area_reported_by_yosys_stat_sq_um: 147.6
core_region_area_sq_um: 3416
grt_use_total_pct: 1.254
ctsHoldBuffers: 0
setup.worst_path.start: "A[0]"
viasPerCell: 1.541
synth_area_leader_cell: "fa_1"
dr.first_iter.drc_count: 0
timing.critical_path.slowest_stage_cell: "fa_1"
postLayoutCellArea_sq_um: 301.5
layout-area-overhead-vs-synth_pct: 104.2
## through the flow
step | total power (uW) | hold slack (ns) | std cells
2_1_floorplan | 22.88 | 1.417 | 18
3_3_place_gp | 48.22 | 2.240 | 74
3_5_place_dp | 49.05 | 2.272 | 74
4_1_cts | 43.55 | 1.946 | 74
5_1_grt | 50.61 | 2.030 | 74
6_report | 41.35 | 1.947 | 74
## critical path: cells and delay by family
| family | cells | cell delay [ns] |
|---|---|---|
| fa+ha+maj | 4 | 1.26 |
| buf+inv | 6 | 0.38 |
## area by class of cell
type / count / area share (%)
well taps: 46 / 19.09
multi-input cells: 4 / 29.05
repair buffers: 14 / 39.42
inverters: 10 / 12.45
## how the worst min path moves through the flow
stage	from	to	slack (ns)	depth (start not counted)
final	B[3]	S[3]	1.95	5
after CTS	B[3]	S[3]	1.95	5
after global routing	B[1]	S[1]	2.03	3
## power by group
group	switching [uW]	leakage [uW]	internal, uW
Sequential	0	0	0
Clock	0	0	0
Combinational	14.0	0.000144	27.3
Total	14.0	0.000144	27.3
## routing by layer
layer	vias to the layer above	track usage, %	part of all wire, %
met1	40	1.474	39
met2	14	1.124	17
li1	60	-	-
met3	0	2.045	44
met4	0	0	0
met5	-	0	0
## synth_stat cells
| library cell | number |
|---|---|
| fa_1 | 4 |
| buf_4 | 4 |
| inv_1 | 10 |
## logic make-up after synthesis
group                      synth area share (%)
adders and majority gates                 54.24
buffers and inverters                     45.77
## timing repair
action / CTS / global route
gates cloned: 0 / 0
endpoints found under the setup margin: 4 / 1
hold endpoints to repair: 0 / 0
gates resized: 22 / 1
pin swaps: 4 / 3
Power figures rest on the tool's default switching activity, not on a simulated workload.
